File: flow/constraint.sdc
current_design ELA

set clk_period 4.7
set clk_io_pct 0.2

create_clock -name clk0 -period $clk_period [get_ports {clk}]

set non_clock_inputs [all_inputs -no_clocks]
set_input_delay [expr $clk_period * $clk_io_pct] -clock clk0 $non_clock_inputs
set_output_delay [expr $clk_period * $clk_io_pct] -clock clk0 [all_outputs]
File: flow/run.sh
#!/bin/bash
# OpenROAD 26Q1-2900-gdf79404cd8, Yosys 0.63+post, stock flow scripts
make -C /OpenROAD-flow-scripts/flow DESIGN_CONFIG=/design/flow/config.mk WORK_HOME=/design/flow/orfs finish
File: flow/design.v
`timescale 1ns/10ps
module ELA(clk, rst, in_data, data_rd, req, wen, addr, data_wr, done);
	input			clk;
	input			rst;
	input		 [7:0]	in_data;
	input		 [7:0]	data_rd;
	output	     reg        req;
	output	     reg	wen;
	output	     reg [9:0]	addr;
	output           [7:0]	data_wr;
	output       	        done;
reg  [2:0] state ;
reg  [4:0] x , y;
wire [9:0] position ;
assign position =   x  +  (y << 5);   
assign  done = (x == 1 && y == 31 )? 1 : 0;
reg  [7:0] data[4:0];
reg [8:0] data1,data2;
assign data_wr = ( data1 + data2 )>> 1;
reg  [7:0]min;
wire [7:0]min2;
reg  [7:0]temp;
assign min2 =(data_rd >temp)? data_rd - temp : temp - data_rd ;
always@(posedge clk , posedge rst)begin
if(rst == 1)begin
state <= 0;
x <= 0;
y <= 0;
end
else begin 
     case(state)
       0:begin
         req <= 1;
         wen <= 0;
         state <= state + 1; 
         end
       1:begin   
         req <= 0 ;
         wen <= 1 ; 
         addr    <= position ;
         data1   <= in_data  ;
         data2   <= in_data  ;
         x <= x + 1;
         if( y == 30 && x == 31)begin     		
              y <= 1 ;
              state <= state + 1;     
         end
         else if( x == 31) begin
              y <= y + 2;
              state <= state - 1 ;    
         end
         end
       2:begin     
         wen  <= 0 ;
         addr <= position + 32 ;
         state <= state + 1 ;  
         end
       3:begin
         addr <= position - 32 ;
         data[3] <= data_rd ;
         state <= state + 1 ;
         temp <= data_rd;    
         end
       4:begin
          data1 <= data[3];
          data2 <= data_rd;     
         if(x == 0 || x == 31)begin
              wen <= 1 ;
              addr <= position ;
              x <= x + 1;
              data[2] <= data[3];
              data[0] <= data_rd;     
              state <= state - 2 ;
              if(x == 31)
                 y <= y + 2;
         end  
         else begin
              wen <= 0;
              addr <= position + 33 ;
              data[1] <= data_rd ;
              state <= state + 1 ;
              min <= min2;     
              temp <= data[0]; 
         end
         end
       5:begin
         addr <= position - 31 ;
         data[4] <= data_rd ;
         state <= state + 1 ;
         temp <= data[2]; 
         if(min2 < min)begin       
                data1 <= data[0];
                data2 <= data_rd;   
                min <= min2;        
              end
         end
       6:begin
         wen <= 1 ;
         addr <= position ;
         if(min2 < min)begin      
               data1 <= data[2];
               data2 <= data_rd;      
         end
         data[0] <= data[1];
         data[2] <= data[3];
         data[3] <= data[4];   
         temp    <= data[4];  
         x <= x + 1 ;
         state <= state - 2 ;
         end
    endcase 
end   
end  
endmodule
File: flow/config.mk
export PLATFORM = sky130hd
export DESIGN_NAME = ELA
export DESIGN_NICKNAME = ELA
export VERILOG_FILES = /design/flow/design.v
export SDC_FILE = /design/flow/constraint.sdc
export NUM_CORES = 4
export LEC_CHECK = 1
export CORE_UTILIZATION = 40
==> run_results.csv <==
group,metric,value,unit
clock_tree,clock_tree.root_cell,"clkbuf_16",
die,die_x,121.7,microns
synth,synthCells,556,
critical_path,start_kind,"input port",
cells_and_area,layout-drive-gt1-share,0.1266,
route,met2_length,5518,microns
synth,synth_cell_types,58,
clock_tree,clkLatencyLatePin,350,ps
route,wl_met3,1252,microns
sta,final.setup.tns,0,ps
sta,worst_pin_slew,934.5,ps
power_and_ir_drop,combPwrFrac,0.101,
critical_path,worstPathMaxFanout,8,
power_and_ir_drop,p_seq_frac,0.502,
critical_path,reg2reg_from,"temp[0]$_DFFE_PP_",
power_and_ir_drop,internal_power,1470,uW
critical_path,regToRegSetupSlack,950,ps
synth,edf_count,84,
critical_path,crit_end,"data2[2]$_DFFE_PP_",
power_and_ir_drop,p_clk_frac,0.397,
clock_tree,htreeDepth,3,
sta,finalHoldViolations,0,
critical_path,end_kind,"flop",
sta,fin_crit_sh,0.9638,
clock_tree,cts.sinks,97,
place,port_buffers,38,
synth,ys_seq_frac,0.4973,
sta,post-route-min-period,4530,ps
critical_path,crit_start,"data_rd[0]",
power_and_ir_drop,p_leak,0.002790,uW
grt,grt_pass1_vias,4066,
hold_path,hold_class,"reg2reg",
die,std_cell_rows,43,
synth,ys_area,5727,sq um
power_and_ir_drop,switching_share,0.2236,
synth,async_flop_share,0.1340,
critical_path,critical_path_required,4760,ps
sta,slew_headroom,0.3747,
sta,holdWs,454.1,ps
run,drv_cap,0,
route,drt_first_iter_violations,274,
synth,syn-cell-area,5727,sq um
critical_path,r2r-end,"data2[2]$_DFFE_PP_",
grt,grt_max_degree,30,
synth,yosysCellCount,556,
place,hpwl,9632,microns
route,dr.pass1.iters,5,
sta,rsz0062_at_grt,"false",
route,vias_per_cell,5.373,
sta,setup_viol,0,
grt,gr-total-overflow,0,
route,wl,13120,microns
die,core_area,13930,sq um
synth,synthFlopType,"edfxtp_1",
synth,ys_ff,97,
die,boundaryPins,39,
clock_tree,numCtsBuffers,9,
clock_tree,clockBufferDepth,2,
power_and_ir_drop,ir_drop,0.1898,mV
critical_path,reg2regPathDepth,16,
sta,slew_violations,0,
power_and_ir_drop,p_switching,423.5,uW
critical_path,critPathArrivalTime,4590,ps
synth,syn_area_per_cell,10.30,sq um
grt,grt.total_usage,0.1951,
outcome,status,"complete, no violations",
run,warnings,41,
route,met1_length,6134,microns
route,top_layer,"met4",
cells_and_area,areaGrowthSynthToFinish,20.43,%
power_and_ir_drop,p_per_area,274.6,nW/um^2
route,antennaDiodeCount,0,
die,dieHeight,121.7,microns
die,fp_util,0.4110,
sta,max_freq,220.8,MHz
grt,grt_pass1_wl,21130,microns
route,wire_per_inst,16.16,microns
route,drc,0,
grt,antenna_found_initial,0,
route,drtAntennaViolNets,0,
die,die_area,14800,sq um
place,gp_congestion,0.9044,
clock_tree,tritoncts,"done",
critical_path,crit_type,"in2reg",
sta,fin_skew,8.471,ps
synth,ys_warn_count,2,
route,dr_total_vias,4363,
clock_tree,cts.clk_slew.worst_paths,60,ps
[cell usage after synthesis, types with 4 or more instances]
cell      instances  area, sq um
a41oi_1           7        61.31
a21oi_1          32        160.2
a31oi_1           7        43.79
fa_1              4        80.08
ha_1             45        563.0
nor2_1           29        108.9
a211oi_1          7        52.55
and2_1            5        31.28
inv_1            44        165.2
clkbuf_1         17        63.81
nor4_1            5        31.28
a22oi_1           9        67.56
nand2_1          94        352.8
edfxtp_1         84         2522
mux2i_1           7        70.07
nor3_1            8        40.04
nand3_1          15        75.07
xor2_1            7        61.31
a21o_1            8        60.06
a221oi_1          4        35.03
dfrtp_1          13        325.3
o21ai_0          34        170.2
xnor2_1          17        148.9
mux2_2            5        56.30
[logic make-up after synthesis]
logic type,Yosys count,synth area share
flops,97,0.4973
xor+xnor,24,0.03670
simple gates,178,0.1396
fa+ha+maj,49,0.1123
buf+inv,66,0.04566
mux,12,0.02207
compound gates,130,0.1464
[layer usage]
layer / up-vias / GRT usage
met2: 161 / 0.2688
li1: 2157 / -
met5: - / 0
met4: 0 / 0.02855
met3: 15 / 0.06966
met1: 2030 / 0.3183
[registers in the layout, summed over array words and instances (netlist names), 3 cells and up]
signal  count
addr       10
data       40
data1       8
data2       8
min         8
state       3
temp        8
x           5
y           5
[power by group through the flow]
stage	Clock [uW]	Combinational [uW]	Sequential, uW
4_1_cts	770	187	950
5_1_grt	803	216	950
6_report	752	192	950
[critical path, cell delays in order]
cell	delay [ps]
clkdlybuf4s50_1	500
buf_4	150
ha_1	140
inv_1	60
fa_1	400
a31oi_1	210
o21ai_0	200
o31ai_1	310
a21oi_1	70
o22ai_1	240
ha_1	300
a41oi_1	200
o21ai_0	110
o21ai_1	190
nand2_1	140
a211oi_2	230
buf_4	200
[layout make-up]
cell class | count | area, sq um
fillers | 1221 | 7038
multi-input cells | 393 | 2643
clock inverters | 6 | 72.57
clock buffers | 10 | 229.0
inverters | 44 | 165.2
flip-flops and latches | 97 | 2848
repair buffers | 82 | 714.4
well taps | 180 | 225.2
[metrics by stage]
| stage | setup slack [ps] | total power, uW | util | instance area (sq um) | instances |
|---|---|---|---|---|---|
| 2_1_floorplan | -64.67 | 1058 | - | 5727 | 556 |
| 3_3_place_gp | -291.9 | 1151 | 0.4696 | 6544 | 793 |
| 3_5_place_dp | -376.0 | 1154 | 0.4696 | 6544 | 793 |
| 4_1_cts | 49.07 | 1907 | 0.4912 | 6845 | 809 |
| 5_1_grt | 19.84 | 1969 | 0.4949 | 6897 | 812 |
| 6_report | 170.1 | 1894 | 0.4949 | 6897 | 812 |
[cell usage in the layout (no fill, tap or decap), types with 6 or more instances in the layout]
cell type,Yosys,final
a21o_1,8,8
dfrtp_1,13,13
nor3_1,8,8
a31oi_1,7,7
a41oi_1,7,7
nand3_1,15,15
clkdlybuf4s50_1,0,38
nand2_1,94,93
buf_4,1,43
edfxtp_1,84,84
nor2_1,29,29
a22oi_1,9,9
xnor2_1,17,17
a21oi_1,32,32
clkbuf_16,0,9
inv_1,44,43
xor2_1,7,7
o21ai_0,34,32
mux2i_1,7,6
ha_1,45,45
[worst min path at each step]
stage | from | end | slack [ps] | depth (start not counted)
final | data[3][5]$_DFFE_PP_ | data[2][5]$_DFFE_PP_ | 450 | 0
after global routing | data[3][3]$_DFFE_PP_ | data[2][3]$_DFFE_PP_ | 470 | 0
after CTS | data[3][6]$_DFFE_PP_ | data[2][6]$_DFFE_PP_ | 460 | 0
[repair_timing]
action	CTS	global route
hold buffers	0	0
resized	1	9
buffers inserted	0	3
pin swaps	1	9
endpoints found under the setup margin	16	24
Power is estimated from default activity; no workload was simulated.
