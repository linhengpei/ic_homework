<file path="constraint.sdc">
current_design ALU_8bit

set clk_period 6.7
set clk_io_pct 0.2

create_clock -name clk0 -period $clk_period

set non_clock_inputs [all_inputs -no_clocks]
set_input_delay [expr $clk_period * $clk_io_pct] -clock clk0 $non_clock_inputs
set_output_delay [expr $clk_period * $clk_io_pct] -clock clk0 [all_outputs]
</file>
<file path="run.sh">
#!/bin/bash
# OpenROAD 26Q1-2900-gdf79404cd8, Yosys 0.63+post, stock flow scripts
make -C /OpenROAD-flow-scripts/flow DESIGN_CONFIG=/design/flow/config.mk WORK_HOME=/design/flow/orfs finish
</file>
<file path="config.mk">
export PLATFORM = sky130hd
export DESIGN_NAME = ALU_8bit
export DESIGN_NICKNAME = ALU_8bit
export VERILOG_FILES = /design/flow/design.v
export SDC_FILE = /design/flow/constraint.sdc
export NUM_CORES = 4
export LEC_CHECK = 1
export CORE_AREA = 10 10 70 70
export DIE_AREA = 0 0 80 80
</file>
<file path="design.v">
module HA(s, c, x, y);
input        x;
input        y;
output       s;
output       c;
xor (s, x, y);
and (c, x, y);
endmodule
module FA(s, carry_out, x, y, carry_in);
input        x;
input        y;
input        carry_in;
output       s;
output       carry_out;
wire         s1, c1, c2;
HA HA_1(.s(s1), .c(c1), .x(x), .y(y));
HA HA_2(.s(s), .c(c2), .x(carry_in), .y(s1));
or (carry_out, c1, c2);
endmodule
module ALU_1bit(result, c_out, set, overflow, a, b, less, Ainvert, Binvert, c_in, op);
input        a;
input        b;
input        less;
input        Ainvert;
input        Binvert;
input        c_in;
input  [1:0] op;
output  reg  result;
output   c_out;
output   set;                 
output   overflow;    
wire x,y;
assign x =(Ainvert == 1) ? !a : a;
assign y =(Binvert == 1) ? !b : b; 
wire wire0,wire1,wire2;
assign wire0 = x & y;
assign wire1 = x | y;
FA name( .s(set), .carry_out(c_out), .x(x), .y(y), .carry_in(c_in));
assign overflow = c_in ^ c_out;
always@( * )begin
  case(op)
   2'b00: result = wire0;
   2'b01: result = wire1;
   2'b10: result = set  ;
   2'b11: result = less ;
  endcase
end
endmodule
module ALU_8bit(result, zero, overflow, ALU_src1, ALU_src2, Ainvert, Binvert, op);
input  [7:0] ALU_src1;
input  [7:0] ALU_src2;
input        Ainvert;
input        Binvert;
input  [1:0] op;
output [7:0] result;
output       zero;
output       overflow;
assign zero= ~(result[0] | result[1] | result[2] | result[3] |result[4] | result[5] |result[6] | result[7]);
wire cout[7:0];
wire set [7:0];
wire Overflow [7:0];
assign less = set[7] ^ overflow ;   
ALU_1bit name_0(result[0], cout[0], set[0], Overflow[0], ALU_src1[0], ALU_src2[0], less, Ainvert, Binvert, Binvert,op);
ALU_1bit name_1(result[1], cout[1], set[1], Overflow[1], ALU_src1[1], ALU_src2[1], 0   , Ainvert, Binvert, cout[0],op);
ALU_1bit name_2(result[2], cout[2], set[2], Overflow[2], ALU_src1[2], ALU_src2[2], 0   , Ainvert, Binvert, cout[1],op);
ALU_1bit name_3(result[3], cout[3], set[3], Overflow[3], ALU_src1[3], ALU_src2[3], 0   , Ainvert, Binvert, cout[2],op);
ALU_1bit name_4(result[4], cout[4], set[4], Overflow[4], ALU_src1[4], ALU_src2[4], 0   , Ainvert, Binvert, cout[3],op);
ALU_1bit name_5(result[5], cout[5], set[5], Overflow[5], ALU_src1[5], ALU_src2[5], 0   , Ainvert, Binvert, cout[4],op);
ALU_1bit name_6(result[6], cout[6], set[6], Overflow[6], ALU_src1[6], ALU_src2[6], 0   , Ainvert, Binvert, cout[5],op);
ALU_1bit name_7(result[7], cout[7], set[7], overflow   , ALU_src1[7], ALU_src2[7], 0   , Ainvert, Binvert, cout[6],op);
endmodule
</file>
==> results.ini <==
[status]
status = completed

[worst_hold_path]
hold_path.class = in2out
hp-start = Ainvert

[synth]
synth_area_um2 = 888
top_area_share_pct = 22.5
yosysUniqueCellTypes = 22
synthTopCellsByCount = inv_1, ha_1, xor2_1, buf_4, fa_1
yosys_area_um2 = 888
most_common_cell = inv_1
syn-mean-instance-area_um2 = 8.71
ys_cells = 102
synth_top_cell_by_area = ha_1
ys_warn_count = 4
netlist_instances = 102
ys_seq_share_pct = 0
topCellsByArea = ha_1, fa_1, xor2_1, inv_1, buf_4

[timing]
relSlewSlack_pct = 58.7
min_period_over_period_pct = 97.1
finalHoldViolations = 0
max_freq_ghz = 0.154
worst_pin_slew_ps = 618
rsz0062_at_grt = no
slew_viol_final = 0
tns_ps = 0
min_period_ps = 6510
setup_ws_ps = 193
setup-violations-final = 0

[worst_setup_path]
crit_type = in2out
cp.required_ps = 5360
crit_top_cell = fa_2
arrival_ps = 5170
path_cells = clkdlybuf4s50_1 -> xor2_2 -> fa_2 -> fa_2 -> inv_1 -> fa_2 -> fa_2 -> fa_2 -> fa_1 -> and2_4 -> o32ai_2 -> nor4_1 -> and4bb_1 -> clkdlybuf4s50_1
setup.worst_path.start_class = primary input
end_kind = output pin
crit_fanout = 2
cpPeakStageDelay_ps = 540
crit_path_end = zero
critPathSlowestCell = fa_1
setup.worst_path.start = ALU_src2[2]

[finish]
numSequentialCells = 0
nClkBuffers = 0
post_route_cells_drive_above_1_share_pct = 26.1
design_area_um2 = 1340
regArea_um2 = 0
area_delta_synth_final_pct = 50.3
comb_area_um2 = 783
nFillCells = 336

[die]
fp_util_pct = 26.0
chipArea_um2 = 6400
die_w_um = 80
fp.dieH_um = 80
io_pins = 30
fp.coreArea_um2 = 3420
num_rows = 21

[placed_design]
gp_congestion = 0.824
dp_hpwl_um = 1780
place_ws_ps = -320
place_area_um2 = 1250
io_buffers = 30

[power]
peakVddDrop_v = 0.0000227
cellLeakagePower_uw = 0.000654
power_density_nw_per_um2 = 97.5

[grt]
antenna_found_initial = 0
grt_max_degree = 16
grtUsageTotal_pct = 6.55
grt_remaining_overflow = 0
grt_pass1_wl_um = 3550
grt_pass1_vias = 811

[job]
maxCapViolCount = 0
warnings = 48

[clock_network]
postCtsHoldBufs = 0

[route]
routed_wl_um = 2040
avgRoutedWirePerCell_um = 11.1
final_antenna_net_count = 0
avgViaCountPerCell = 4.01
dr_total_vias = 737
drt-pass1-iter-count = 2
drtIter0Drc = 10
diodes = 0
drc_errors = 0

-- metrics by stage --
step | cells | hold WS (ps) | total power, uW | util [%]
global route | 184 | 3850 | 149 | 39.1
detailed placement | 179 | 4000 | 121 | 36.7
floorplan | 102 | 2900 | 73.8 | -
CTS | 183 | 3770 | 131 | 38.9
finish | 184 | 3770 | 130 | 39.1
global placement | 179 | 3990 | 119 | 36.7
-- how the worst min path moves through the flow --
| stage | endpoint | depth (start not counted) |
|---|---|---|
| final | result[1] | 6 |
| after global routing | result[1] | 6 |
| after CTS | result[1] | 6 |
-- routing by layer --
layer,GRT usage (%),routed length [um],vias to the layer above
li1,-,-,377
met1,8.61,995,337
met2,11.2,883,23
met3,1.70,163,0
met4,0,0,0
met5,0,0,-
-- where the power goes --
part	switching (uW)	internal (uW)	total (uW)
combinational	54.2	75.9	130
sequential	0	0	0
clock	0	0	0
total	54.2	75.9	130
-- area by class of cell --
cell class	count	area share [%]
multi-input combinational	71	58.7
tap	46	4.31
inverter	19	5.34
timing repair buffer	48	31.7
-- repair_timing --
action                     4_1_cts  5_1_grt
setup endpoints to repair        3        1
resized                         25        3
pin swaps                       11        8
buffers inserted                 4        1
-- worst max-delay path, delay by kind of cell --
family	cells	cell delay [ps]
buffers and inverters	3	1020
adder cells (fa/ha/maj)	6	2020
AND/OR/NAND/NOR	3	500
XOR/XNOR	1	190
AND-OR/OR-AND	1	90
-- cells in the final DEF (no fill, tap or decap), drive strengths merged --
master / n
o32ai: 1
o31a: 2
nor2b: 4
o21ai: 3
clkdlybuf4s15: 1
nand2: 1
clkbuf: 1
fa: 8
clkdlybuf4s50: 24
and4bb: 1
nor4: 1
dlygate4sd2: 3
inv: 19
o22ai: 4
nand2b: 1
xnor2: 4
xor2: 14
mux2i: 6
and2: 1
buf: 19
a21oi: 1
ha: 16
nor2: 3
-- kinds of logic after synthesis --
group,Yosys count,share of synthesized area (%)
muxes,6,6.76
AOI/OAI and AO/OA,11,8.87
xor gates and xnor gates,18,17.7
adders and majority gates,24,40.6
and+or+nand+nor,12,8.03
buffers and inverters,31,18.0
Power is estimated from default activity; no workload was simulated.
