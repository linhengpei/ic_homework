===== design/flow/config.mk =====
export PLATFORM = sky130hd
export DESIGN_NAME = LZ77_Encoder
export DESIGN_NICKNAME = LZ77_Encoder
export VERILOG_FILES = /design/flow/design.v
export SDC_FILE = /design/flow/constraint.sdc
export NUM_CORES = 4
export LEC_CHECK = 1
export CORE_UTILIZATION = 50

===== design/flow/constraint.sdc =====
current_design LZ77_Encoder

set clk_period 69.0
set clk_io_pct 0.2

create_clock -name clk0 -period $clk_period [get_ports {clk}]

set non_clock_inputs [all_inputs -no_clocks]
set_input_delay [expr $clk_period * $clk_io_pct] -clock clk0 $non_clock_inputs
set_output_delay [expr $clk_period * $clk_io_pct] -clock clk0 [all_outputs]

===== design/flow/design.v =====
module LZ77_Encoder(clk,reset,chardata,valid,encode,finish,offset,match_len,char_nxt);
input            clk;
input 		 reset;
input 	   [7:0] chardata;
output reg       valid;
output           encode;
output reg       finish;
output reg [3:0] offset;
output reg [2:0] match_len;
output reg [7:0] char_nxt;
reg [3:0]  string [2047:0];
reg [2:0]  state ; 
reg  [11:0] ahead_index;
reg  [10:0] index1;   
reg  [11:0] index2;   
reg  [2:0] len_buf;
assign    encode = 1;
parameter   search_len = 4'd9,
            ahead_len  = 4'd8;    
reg [3:0] search_buffer [8:0];
reg [3:0]  ahead_buffer [7:0];
always@(posedge clk , posedge reset)begin
if(reset)begin
valid  <= 0;
index2 <= 0;
state <= 0;
len_buf <=0;
ahead_index  <= 1;
finish <= 0;
end
else begin
   case(state)
       0:begin       
           string[index2] <= chardata;
           index2 <=   index2 + 1;
           if(  index2 == 2048)
              state <= 1;
         end     
       1:begin 
           valid <= 1;
           offset <= 0;
           match_len<= 0;
           char_nxt <= string[0];   
           state <= 2;
         end    
       2:begin  
           valid     <= 0;
           match_len <= 0;
           if( ahead_index < search_len)
               index1 <= 0;
           else
               index1 <= ahead_index - search_len;  
           index2 <=  ahead_index;                  
           state <= 3;      
          search_buffer [8] <= string [ahead_index - 9];
          search_buffer [7] <= string [ahead_index - 8];
          search_buffer [6] <= string [ahead_index - 7];
          search_buffer [5] <= string [ahead_index - 6];
          search_buffer [4] <= string [ahead_index - 5];
          search_buffer [3] <= string [ahead_index - 4];
          search_buffer [2] <= string [ahead_index - 3];
          search_buffer [1] <= string [ahead_index - 2];
          search_buffer [0] <= string [ahead_index - 1];
          ahead_buffer [7] <= string [ahead_index];
          ahead_buffer [6] <= string [ahead_index +1 ];
          ahead_buffer [5] <= string [ahead_index +2 ];
          ahead_buffer [4] <= string [ahead_index +3 ];
          ahead_buffer [3] <= string [ahead_index +4 ];
          ahead_buffer [2] <= string [ahead_index +5 ];
          ahead_buffer [1] <= string [ahead_index +6 ];
          ahead_buffer [0] <= string [ahead_index +7 ];
          end
       3:begin 
           if(string[index1] == string[index2] && len_buf < 7 && index2 < 2048)begin 
               index1 <= index1 +1;
               index2 <= index2 +1;
               len_buf <= len_buf + 1;
           end
           else 
               state <= 4;      
           end			   
       4:begin  
               if(len_buf >  match_len  || match_len == 0)begin
                    match_len <= len_buf;
                    if(index2 ==2048)
                       char_nxt <= 36;
                    else
                       char_nxt <= string[index2];
                    offset <=  ahead_index - 1- index1  + len_buf ;
                end    
                state <= 5;
           end
        5:begin   
                index1 <= index1 - len_buf+ 1;        
                index2 <= ahead_index;                
                len_buf <= 0;                       
                if(index1 + 1  == index2 ) begin   
                   state <= 6 ;
                   valid <= 1 ;
                end
                else
                   state <= 3 ;  
          end
       6:begin  
            valid <= 0;
            ahead_index  <=  ahead_index  + match_len + 1;   
            if(char_nxt == 36)
                 state <= 7;  
            else
                 state <=2;
         end                 
       7: finish <= 1;   
  endcase                
end  
end  
endmodule

===== design/flow/run.sh =====
#!/bin/bash
# OpenROAD 26Q1-2900-gdf79404cd8, Yosys 0.63+post, stock flow scripts
make -C /OpenROAD-flow-scripts/flow DESIGN_CONFIG=/design/flow/config.mk WORK_HOME=/design/flow/orfs finish

==> impl_metrics.csv <==
group,metric,value,unit
floorplan,die_w,894.7,microns
yosys,ys_cells,33793,
clocking,cts_buffers,825,
clocking,post-cts-setup-buffers,0,
floorplan,rows,327,
yosys,ys.flop_type,"edfxtp_1",
placed_design,place_congestion,3.325,
global_route,grt.overflow.total,507537,
yosys,synthCells,33793,
yosys,postSynthSeqShare,0.6215,
clocking,cts_max_level,6,
yosys,async_reset_ff_frac,0.004484,
yosys,ys_ff,8252,
yosys,syn_area,398400,sq um
clocking,clk_path_buf_depth,4,
yosys,synth_area_per_cell,11.79,sq um
floorplan,fp.dieH,894.7,microns
yosys,edf_count,8215,
outcome,stop_error,"[ERROR GRT-0116] Global routing finished with congestion. Check the congestion regions in the DRC Viewer.",
clocking,cts-root-buf,"clkbuf_16",
floorplan,pin_count,28,
global_route,grt_pass1_wl,8035,mm
global_route,grt_pass1_vias,512985,
yosys,synth_cell_types,96,
yosys,yosys-stat-area,398400,sq um
global_route,grt_max_degree,135,
floorplan,fp-utilization,0.5022,
outcome,status,"did not finish",
yosys,ys_warn_count,4,
global_route,grt_use_total,1.877,
outcome,haltStage,"global routing (5_1_grt)",
clocking,cts.sinks,8252,
placed_design,io_buffer_count,19,
placed_design,dpl.hpwl,5514,mm
clocking,cts_hold_buf,0,
clocking,cts_resized,0,
==> per-stage QoR <==
step / instance area (sq um) / util / cells / setup slack (ns) / power, uW
2_1_floorplan: 398400 / - / 33795 / 53.26 / 5618
3_3_place_gp: 450700 / 0.5681 / 46735 / 49.81 / 5723
3_5_place_dp: 451000 / 0.5685 / 46758 / 49.86 / 5723
4_1_cts: 479100 / 0.6039 / 48290 / 51.08 / 10310
==> logic make-up after synthesis <==
group,Yosys count,synth area share
AND/OR/NAND/NOR,11168,0.1398
XOR/XNOR,56,0.001231
adder cells (fa/ha/maj),48,0.001620
other,2,0.00001885
AND-OR/OR-AND,10681,0.2001
buffers and inverters,3509,0.03370
multiplexers,77,0.002026
flip-flops,8252,0.6215
==> synth_stat cells, types with 48 or more instances <==
cell type	instances	share of area
a211oi_1	121	0.0023
nand3b_1	64	0.0012
o21ai_0	657	0.0083
a32oi_1	695	0.015
or3_1	60	0.00094
nand4_1	1431	0.022
nand3_1	2003	0.025
and4_1	124	0.0027
nor3_1	923	0.012
o22ai_1	753	0.012
a221oi_1	498	0.011
mux2i_1	48	0.0012
a311oi_1	95	0.0021
buf_1	790	0.0074
edfxtp_1	8215	0.62
nor2_1	3279	0.031
a22oi_1	4116	0.078
a31oi_1	440	0.0069
a222oi_1	137	0.0034
nor2b_1	52	0.00082
a32o_1	176	0.0044
or4_1	181	0.0034
o211ai_1	121	0.0023
nand2b_1	48	0.00075
a22o_1	819	0.018
o31ai_1	117	0.0022
and3_1	457	0.0072
a221o_1	57	0.0014
o32ai_1	71	0.0016
a41oi_1	94	0.0021
a2111oi_0	206	0.0045
and3b_1	58	0.0013
nand2_1	1508	0.014
o2111ai_1	174	0.0038
and2_1	52	0.00082
o311ai_0	61	0.0013
nor4_1	660	0.010
a21oi_1	911	0.011
clkbuf_1	2474	0.023
o41ai_1	49	0.0011
inv_1	59	0.00056
buf_2	177	0.0022
==> layer usage <==
layer  track usage  GRT overflow
met4         1.105         20042
met1         2.469        212013
met2         2.421        245955
met5         1.029          3147
met3         1.100         26380
Power figures rest on the tool's default switching activity, not on a simulated workload.
